**run.sh**
```bash
#!/bin/bash
# OpenROAD 26Q1-2900-gdf79404cd8, Yosys 0.63+post, stock flow scripts
make -C /OpenROAD-flow-scripts/flow DESIGN_CONFIG=/design/flow/config.mk WORK_HOME=/design/flow/orfs finish
```
**config.mk**
```make
export PLATFORM = sky130hd
export DESIGN_NAME = restoringDivision
export DESIGN_NICKNAME = restoringDivision
export VERILOG_FILES = /design/flow/design.v
export SDC_FILE = /design/flow/constraint.sdc
export NUM_CORES = 4
export LEC_CHECK = 1
export CORE_AREA = 10 10 110 110
export DIE_AREA = 0 0 120 120
```
**constraint.sdc**
```tcl
current_design restoringDivision

set clk_period 4.3
set clk_io_pct 0.2

create_clock -name clk0 -period $clk_period [get_ports {clk}]

set non_clock_inputs [all_inputs -no_clocks]
set_input_delay [expr $clk_period * $clk_io_pct] -clock clk0 $non_clock_inputs
set_output_delay [expr $clk_period * $clk_io_pct] -clock clk0 [all_outputs]
```
**design.v**
```verilog
module restoringDivision(clk,rst,start,X,Y,valid,quot,rem);
input clk;
input rst;
input start;
input [7:0]X,Y;
output [7:0]quot,rem;
output valid;
reg [15:0] Z,next_Z,Z_temp,Z_temp1;
reg next_state, pres_state;
reg [3:0] count,next_count;
reg valid, next_valid;
parameter IDLE = 1'b0;
parameter START = 1'b1;
assign rem = Z[15:8];
assign quot = Z[7:0];
always @ (posedge clk or negedge rst)
begin
if(!rst)
begin
  Z          <= 16'd0;
  valid      <= 1'b0;
  pres_state <= 1'b0;
  count      <= 4'd0;
end
else
begin
  Z          <= next_Z;
  valid      <= next_valid;
  pres_state <= next_state;
  count      <= next_count;
end
end
always @ (*)
begin 
case(pres_state)
IDLE:
begin
next_count = 4'b0;
next_valid = 1'b0;
if(start)
begin
    next_state = START;
    next_Z     = {8'd0,X};
end
else
begin
    next_state = pres_state;
    next_Z     = 16'd0;
end
end
START:
begin
next_count = count + 1'b1;
Z_temp     = Z << 1;
Z_temp1    = {Z_temp[15:8]-Y,Z_temp[7:0]};
next_Z     = Z_temp1[15] ? {Z_temp[15:8],Z_temp[7:1],1'b0} : 
                          {Z_temp1[15:8],Z_temp[7:1],1'b1};
next_valid = (&count) ? 1'b1 : 1'b0; 
next_state = (&count) ? IDLE : pres_state;	
end
endcase
end
endmodule
```
==> insert_results.sql <==
-- implementation run metrics
INSERT INTO impl_metrics (metric_group, metric, value, unit) VALUES
('floorplan', 'initial_core_util', '0.1284', ''),
('routing', 'routed_wirelength', '3219', 'um'),
('synth', 'synthAdderAreaFrac', '0.09571', ''),
('setup_path', 'critPathRequiredTime', '4440', 'ps'),
('routing', 'drt_first_pass_iters', '3', ''),
('synth', 'post_synth_mux_area_share', '0', ''),
('power', 'power.share.combinational', '0.577', ''),
('floorplan', 'die_y', '120', 'um'),
('floorplan', 'core_region_area', '9774', 'um2'),
('clocking', 'clock-sinks', '22', ''),
('power', 'finalPower', '0.001232', 'W'),
('final_timing', 'fmax', '362.5', 'MHz'),
('floorplan', 'row_count', '36', ''),
('setup_path', 'critical_path.startpoint_type', 'input port', ''),
('routing', 'drt-initial-drc-count', '37', ''),
('power', 'seq_power_share', '0.325', ''),
('min_path', 'min-delay-path-class', 'register to register', ''),
('synth', 'synth.cell_area', '1255', 'um2'),
('synth', 'ys.warnings.count', '1', ''),
('cells_and_area', 'utilization', '0.1832', ''),
('final_timing', 'timing.final.hold_violations', '0', ''),
('synth', 'ys.flops', '22', ''),
('status', 'outcome', 'complete, no violations', ''),
('floorplan', 'floorplan.die_area', '14400', 'um2'),
('clocking', 'clock.latency.late_pin', '250', 'ps'),
('power', 'net_sw_frac', '0.3774', ''),
('cells_and_area', 'syn2layout_area_growth', '42.67', '%'),
('setup_path', 'criticalPathCategory', 'input port to register', ''),
('flow_run', 'log.warning_count', '25', ''),
('clocking', 'post-cts-setup-buffer-count', '0', ''),
('cells_and_area', 'seqCellArea', '550.5', 'um2'),
('cells_and_area', 'layout-drive-gt1-share', '0.08280', ''),
('floorplan', 'floorplan.die.width', '120', 'um'),
('synth', 'ys_seq_share', '0.4387', ''),
('clocking', 'cts_tree', 'built', ''),
('routing', 'postRouteAntennaNets', '0', ''),
('synth', 'aoi_share', '0.2413', ''),
('clocking', 'clock_tree_buf_depth', '2', ''),
('setup_path', 'timing.critical_path.to_type', 'register', ''),
('routing', 'antennaDiodeCount', '0', ''),
('synth', 'synth.logic.top_family', 'AND-OR/OR-AND gates', ''),
('clocking', 'cts_resized', '0', ''),
('final_timing', 'period_needed', '2759', 'ps'),
('clocking', 'clockRootBuffer', 'sky130_fd_sc_hd__clkbuf_8', ''),
('routing', 'detail_route.drc_violations', '0', ''),
('placed_design', 'dpl.hpwl', '2648', 'um'),
('final_timing', 'finalCritPeriodShare', '0.6416', ''),
('cells_and_area', 'multi_input_comb_area', '636.9', 'um2'),
('final_timing', 'rsz0062_at_grt', 'false', ''),
('routing', 'vias_per_cell', '3.462', ''),
('synth', 'yosys.cell_types.count', '41', ''),
('final_timing', 'worst_skew', '4.127', 'ps'),
('final_timing', 'final-max-slew-violation-count', '0', ''),
('setup_path', 'worst-endpoint-arrival', '2900', 'ps'),
('power', 'power.net_switching', '0.0004650', 'W'),
('routing', 'wl_per_cell', '11.10', 'um'),
('clocking', 'cts_buffers', '3', ''),
('synth', 'instance_count_of_the_mapped_netlist', '122', ''),
('placed_design', 'gp_routability_congestion', '0.8127', ''),
('floorplan', 'boundaryPins', '36', ''),
('global_routing', 'grt_start_max_net_pins', '23', ''),
('global_routing', 'grt_first_pass_wirelength', '5333', 'um'),
('power', 'power_per_cell_area', '688.0', 'nW/um2'),
('cells_and_area', 'lay_top_cells', 'sky130_fd_sc_hd__clkdlybuf4s50_1 (35), sky130_fd_sc_hd__dfrtp_1 (22), sky130_fd_sc_hd__inv_1 (9)', ''),
('global_routing', 'grt_total_usage', '0.04438', ''),
('clocking', 'cts_hold_repair.buffers', '0', ''),
('synth', 'xor_share', '0.03490', ''),
('setup_path', 'path_max_fanout', '3', ''),
('final_timing', 'relSlewSlack', '0.6585', ''),
('synth', 'yosys.stat.chipArea', '1255', 'um2'),
('synth', 'avgSynthCellArea', '10.29', 'um2');
==> Yosys cell counts (all sizes together) <==
library cell	count	area (um2)
xor2	2	17.52
and2	2	12.51
a22o	7	61.31
nor2b	2	12.51
nor2	8	32.54
o21bai	1	18.77
inv	9	33.78
dfrtp	22	550.5
nor3b	1	7.510
a211o	1	8.760
o21ai	7	35.03
xnor2	3	26.28
ha	8	100.1
o32ai	1	8.760
nand3	6	30.03
o211ai	1	7.510
clkbuf	2	7.510
o41ai	1	8.760
nand2b	1	6.260
a21o	3	23.77
o22ai	1	6.260
and4	1	8.760
a21oi	6	30.03
fa	1	20.02
buf	2	22.52
nor3	2	10.01
a311oi	1	15.01
clkinv	1	3.750
o21a	1	7.510
a211oi	4	35.03
o21ba	1	10.01
or3	1	7.510
nand2	9	36.29
a2111o	1	11.26
o221ai	1	15.01
or2	1	6.260
==> flip-flops by register name (all words and copies together) (netlist names) <==
signal,flops
Z,16
count,4
pres_state,1
valid,1
==> cells by family (layout without fill, tap and decap cells) <==
| family | Yosys count | count (layout) |
|---|---|---|
| AOI/OAI and AO/OA | 38 | 38 |
| and+or+nand+nor | 34 | 34 |
| DFF | 22 | 22 |
| buffers and inverters | 14 | 49 |
| adders and majority gates | 9 | 9 |
| xor gates and xnor gates | 5 | 5 |
==> final timing paths <==
kind	start	to	slack (ps)	depth (start not counted)
max	Y[0]	Z[14]$_DFF_PN0_	1540	8
min	count[0]$_DFF_PN0_	count[0]$_DFF_PN0_	460	1
max reg2reg	Z[7]$_DFF_PN0_	Z[14]$_DFF_PN0_	2160	8
min reg2reg	count[0]$_DFF_PN0_	count[0]$_DFF_PN0_	460	1
max in group asynchronous	rst	pres_state$_DFF_PN0_	3130	2
min in group asynchronous	rst	Z[3]$_DFF_PN0_	950	2
==> power groups by stage <==
stage	Combinational, W	Sequential (W)	Clock (W)
finish	0.000711	0.000401	0.000120
CTS	0.000723	0.000404	0.000126
global route	0.000804	0.000417	0.000138
==> final cells by class <==
| cell class | instances | area share |
|---|---|---|
| Multi-Input combinational cell | 86 | 0.3557 |
| Sequential cell | 22 | 0.3075 |
| Timing Repair Buffer | 36 | 0.1999 |
| Tap cell | 133 | 0.09294 |
| Clock buffer | 3 | 0.02306 |
| Inverter | 10 | 0.02096 |
==> worst max-delay path: stages <==
cell                              delay [ps]
sky130_fd_sc_hd__clkdlybuf4s50_1         460
sky130_fd_sc_hd__ha_1                    160
sky130_fd_sc_hd__inv_1                    50
sky130_fd_sc_hd__fa_1                    420
sky130_fd_sc_hd__a211oi_1                430
sky130_fd_sc_hd__o41ai_1                 130
sky130_fd_sc_hd__o32ai_1                 280
sky130_fd_sc_hd__a21oi_1                 100
==> through the flow <==
step           hold WS [ps]  cells  setup slack (ps)  area, um2
6_report              460.1    290              1541       1790
5_1_grt               481.1    290              1445       1790
4_1_cts               466.9    290              1542       1790
3_5_place_dp          455.7    287              1267       1749
3_3_place_gp          447.2    287              1342       1749
2_1_floorplan         423.8    122              1911       1255
==> layer usage <==
layer / wire length, um / share of wire / track usage / vias up
met2: 1289 / 0.40 / 0.06534 / 30
met4: 11 / 0.0034 / 0.002262 / 0
met1: 1666 / 0.52 / 0.06215 / 463
li1: - / - / - / 509
met5: 0 / 0 / 0 / -
met3: 252 / 0.078 / 0.01904 / 2
Power figures rest on the tool's default switching activity, not on a simulated workload.
